<file path="design/flow/config.mk">
export PLATFORM = sky130hd
export DESIGN_NAME = keyboard
export DESIGN_NICKNAME = keyboard
export VERILOG_FILES = /design/flow/design.v
export SDC_FILE = /design/flow/constraint.sdc
export NUM_CORES = 4
export LEC_CHECK = 1
export CORE_AREA = 10 10 98 98
export DIE_AREA = 0 0 108 108
</file>
<file path="design/flow/constraint.sdc">
current_design keyboard

set clk_period 1.0
set clk_io_pct 0.2

create_clock -name clk0 -period $clk_period [get_ports {clock50}]

set non_clock_inputs [all_inputs -no_clocks]
set_input_delay [expr $clk_period * $clk_io_pct] -clock clk0 $non_clock_inputs
set_output_delay [expr $clk_period * $clk_io_pct] -clock clk0 [all_outputs]
</file>
<file path="design/flow/design.v">
module keyboard(keyboard_clk, keyboard_data, clock50, reset, read, scan_ready, scan_code);
input keyboard_clk;
input keyboard_data;
input clock50;  
input reset;
input read;
output scan_ready;
output [7:0] scan_code;
reg ready_set;
reg [7:0] scan_code;
reg scan_ready;
reg read_char;
reg clock;  
reg [3:0] incnt;
reg [8:0] shiftin;
reg [7:0] filter;
reg keyboard_clk_filtered;
always @ (posedge ready_set or posedge read)
if (read == 1) scan_ready <= 0;
else scan_ready <= 1;
always @(posedge clock50)
	clock <= ~clock;
always @(posedge clock)
begin
   filter <= {keyboard_clk, filter[7:1]};
   if (filter==8'b1111_1111) keyboard_clk_filtered <= 1;
   else if (filter==8'b0000_0000) keyboard_clk_filtered <= 0;
end
always @(posedge keyboard_clk_filtered)
begin
   if (reset==1)
   begin
      incnt <= 4'b0000;
      read_char <= 0;
   end
   else if (keyboard_data==0 && read_char==0)
   begin
	read_char <= 1;
	ready_set <= 0;
   end
   else
   begin
	   if (read_char == 1)
   		begin
      		if (incnt < 9) 
      		begin
				incnt <= incnt + 1'b1;
				shiftin = { keyboard_data, shiftin[8:1]};
				ready_set <= 0;
			end
		else
			begin
				incnt <= 0;
				scan_code <= shiftin[7:0];
				read_char <= 0;
				ready_set <= 1;
			end
		end
	end
end
endmodule
</file>
<file path="design/flow/run.sh">
#!/bin/bash
# OpenROAD 26Q1-2900-gdf79404cd8, Yosys 0.63+post, stock flow scripts
make -C /OpenROAD-flow-scripts/flow DESIGN_CONFIG=/design/flow/config.mk WORK_HOME=/design/flow/orfs finish
</file>
==> GITHUB_STEP_SUMMARY <==
### Metrics collected by this job

| Metric | Value |
|---|---|
| CP required | 880 ps |
| WHS | 470 ps |
| Worst-case reg-to-reg path depth | 1 |
| Syn_area_per_cell | 15.4 sq um |
| Top delay family on crit path | flip-flops |
| Final GP Congestion | 0.777 |
| Chip height | 108 um |
| Initial antenna violation count | 0 |
| Number of distinct library cells after synthesis | 21 |
| DRT Pass-1 Iters | 3 |
| Global-route wire length before repair | 2.26 mm |
| Final Hold Violating Endpoints | 0 |
| HPWL Detailed | 1.07 mm |
| Area leader share | 0.501 |
| Pre-CTS WS | 359 ps |
| Worst Setup End Kind | flop |
| Remaining global-route overflow | 0 |
| WP buf/inv | 1 |
| Maximum vdd drop | 0.000169 V |
| Gate Count Post-Synth | 70 |
| Pwr dens | 54.0 mW/mm^2 |
| Largest net degree at the start of global routing | 25 |
| Placed insts | 186 |
| Die area | 0.0117 sq mm |
| CP cell instances | inv_1 |
| Site Rows | 32 |
| Ys flops | 34 |
| Hold EP | clock |
| Chip width | 108 um |
| Post-synth EDFFs | 18 |
| Share of synthesized registers carrying an async set or reset | 0.0294 |
| Final worst path period share | 0.632 |
| RR Startpoint | clock |
| # fillers | 827 |
| Register pins left without a clock | 33 |
| Skew final | 0 ps |
| Core area | 0.00765 sq mm |
| LEAKAGE | 0.422 nW |
| Top cells by area | edfxtp_1, dfxtp_1, a21oi_1 |
| Layout cells sized above 1 | 0.0357 |
| IO Pins | 14 |
| CP Class | flop to flop |
| Count of pins over their slew limit | 0 |
| Final worst slack | 368 ps |
| Worst-path clk slew | 0 ps |
| Worst-skew pair later-pin latency | 0 ps |
| Max Fclk | 1580 MHz |
| Cts repair resizes | 0 |
| Ant diodes | 0 |
| Max Cap Viol | 0 |
| DRC Markers | 0 |
| Worst min-delay path category | flop to flop |
| Layout Cells excl Fill | 186 |
| Yosys warnings | 1 |
| Tool warnings | 29 |
| Worst path arrival time | 510 ps |
| Cell type with the largest total area | edfxtp_1 |
| Routed Wire Length | 1.36 mm |
| Initial detailed-routing violation count | 45 |
| Cell count in the Yosys report | 70 |
| Vias in the first global route | 529 |
| Hold path startpoint | clock |
| Relative slew slack | 0.572 |
| Worst setup SP type | flop |
| Most numerous cell in the Yosys netlist | edfxtp_1 |
| Minimum clock period | 632 ps |
| Vias | 537 |
| Endpoints left unconstrained | 59 |
| RSZ-0062 raised after global routing | no |
| Mapped cell area | 0.00108 sq mm |
| Routed wirelength normalized by instance count | 7.30 um |
| Slowest CP cell | dfxtp_1 |
| Register share after synthesis | 0.802 |
| Setup TNS | 0 ps |
| Layout overhead on the synthesized area | 24.8% |
| Fp util | 0.141 |
| R2R Path End | clock |
| Routed Antenna Nets | 0 |
| R2R Setup Slk | 370 ps |
| Status | complete, no violations |
| Yosys Chip Area | 0.00108 sq mm |
| Hold Buf Count CTS | 0 |
| Overall Global Routing Usage | 0.0222 |
| Vias per cell | 2.89 |
| CP max FO | 10 |
| PortBufs | 13 |
| Most frequent cells after synthesis | edfxtp_1, dfxtp_1, inv_1 |
| Hold path cells | 1 |
| Final setup violating endpoints | 0 |
| Most common reg cell | edfxtp_1 |
| Worst-margin pin slew | 641 ps |
| Crit-path max cell delay | 440 ps |
| Setup bufs post-CTS | 0 |
## how the worst max path moves through the flow
| stage | start | endpoint | slack (ps) | cells past startpoint |
|---|---|---|---|---|
| finish | clock | clock | 370 | 1 |
| global route | clock | clock | 270 | 1 |
| CTS | clock | clock | 350 | 1 |
## power by group
part           switching [mW]  total, mW  internal [mW]
clock                       0          0              0
sequential                  0     0.0443         0.0443
combinational          0.0118     0.0285         0.0167
## sequential cells by signal, summed over array words and instances (netlist names)
| name | flops |
|---|---|
| incnt | 4 |
| keyboard_clk_filtered | 1 |
| scan_ready | 1 |
| shiftin | 9 |
| read_char | 1 |
| scan_code | 8 |
| clock | 1 |
| filter | 8 |
| ready_set | 1 |
## layout by cell type (no fill, tap or decap)
cell type | Yosys | layout
a21boi_0 | 1 | 1
dfxtp_1 | 15 | 15
inv_1 | 6 | 6
nand2_1 | 2 | 2
nand4_1 | 3 | 3
dfrtp_1 | 1 | 1
o21a_1 | 1 | 1
or4_1 | 2 | 2
a21oi_1 | 5 | 5
clkdlybuf4s50_1 | 0 | 13
nor4_1 | 1 | 1
and2b_2 | 1 | 1
o211ai_1 | 3 | 3
nor3b_1 | 1 | 1
o21ai_1 | 2 | 2
nor3_1 | 1 | 1
nor2_1 | 2 | 2
conb_1 | 1 | 1
buf_4 | 0 | 2
edfxtp_1 | 18 | 18
a221oi_1 | 1 | 1
ha_1 | 2 | 2
## stage by stage
step | power (mW) | instance area, sq um | util
after floorplan | 0.0507 | 1080 | -
after global placement | 0.0722 | 1350 | 0.176
after detailed placement | 0.0734 | 1350 | 0.176
after CTS | 0.0732 | 1350 | 0.176
after global routing | 0.0764 | 1350 | 0.176
final | 0.0728 | 1350 | 0.176
## metal layers
| metal | wire length (um) | GRT usage | vias up |
|---|---|---|---|
| li1 | - | - | 280 |
| met1 | 679 | 0.0302 | 244 |
| met2 | 546 | 0.0366 | 13 |
| met3 | 132 | 0.00663 | 0 |
| met4 | 0 | 0 | 0 |
| met5 | 0 | 0 | - |
## cell type report
cell class,instances,area [sq um],share of cell area
sequential,34,866,0.643
multi-input combinational,29,186,0.138
timing repair buffer,15,145,0.108
tap,102,128,0.0947
inverter,6,22.5,0.0167
## cell families after synthesis
group | count (synthesis) | synth area share
AND/OR/NAND/NOR | 13 | 0.0707
adder cells (fa/ha/maj) | 2 | 0.0232
other | 1 | 0.00347
AND-OR/OR-AND | 13 | 0.0753
buffers and inverters | 7 | 0.0255
flip-flops | 34 | 0.802
Power figures rest on the tool's default switching activity, not on a simulated workload.
